`./config.mk`:
```
export PLATFORM = sky130hd
export DESIGN_NAME = PE
export DESIGN_NICKNAME = PE
export VERILOG_FILES = /design/flow/design.v
export SDC_FILE = /design/flow/constraint.sdc
export NUM_CORES = 4
export LEC_CHECK = 1
export CORE_UTILIZATION = 50
```
`./constraint.sdc`:
```
current_design PE

set clk_period 22.4
set clk_io_pct 0.2

create_clock -name clk0 -period $clk_period [get_ports {Clk}]

set non_clock_inputs [all_inputs -no_clocks]
set_input_delay [expr $clk_period * $clk_io_pct] -clock clk0 $non_clock_inputs
set_output_delay [expr $clk_period * $clk_io_pct] -clock clk0 [all_outputs]
```
`./design.v`:
```
`timescale 1ns / 1ps
module PE(IP_Up, IP_Left, Clk, Reset, OP_Down, OP_Right, Result);
	input [31:0] IP_Up, IP_Left;
	output reg [31:0] OP_Down, OP_Right;
	input Clk, Reset;
	output reg [63:0] Result;
	wire [63:0] Mult;
	always @(posedge Reset or posedge Clk) begin
		if(Reset) begin
			Result <= 0;
			OP_Right <= 0;
			OP_Down <= 0;
		end
		else begin
			Result <= Result + Mult;
			OP_Right <= IP_Left;
			OP_Down <= IP_Up;
		end
	end
	assign Mult = IP_Up*IP_Left;
endmodule
```
`./run.sh`:
```
#!/bin/bash
# OpenROAD 26Q1-2900-gdf79404cd8, Yosys 0.63+post, stock flow scripts
make -C /OpenROAD-flow-scripts/flow DESIGN_CONFIG=/design/flow/config.mk WORK_HOME=/design/flow/orfs finish
```
==> flow_summary.toml <==
# synthesis and place-and-route metrics
[cells_and_area]
seq_area_sq_mm = 0.00320
fill_cells = 6691
final_cells = 5126
drive_above_1_share_pct = 3.10
comb_area_sq_mm = 0.0302
area_growth_pct = 8.87

[die]
initial_utilization_pct = 50.9
ioPinCount = 194
die-width_um = 278
core_area_sq_mm = 0.0749
die_h_um = 278
chip_area_sq_mm = 0.0774
fp-row-count = 100

[clocking]
clk_pin_slew_worst_paths_ns = 0.06
root_buffer = "clkbuf_16"
tritoncts = "built"
ctsHoldBuffers = 0
ctsHtreeMaxLevel = 4
cts_resized = 0
clock_sinks = 128
clk_latency_ns = 0.50
numCtsBuffers = 17
post_cts_buffers = 0
clk_path_buf_depth = 2

[worst_setup_path]
critPathMaxFanout = 33
worstSetupPathType = "in -> reg"
cp_data_arrival_time_ns = 12.79
reg2regPathDepth = 22
cp-start-kind = "input port"
required_ns = 22.77
r2r_start = "Result[31]"
r2r-end = "Result[62]"
ff2ff_setup_slack_ns = 14.37
endpoint_kind = "register"

[min_path]
hold_start = "Result[0]"
hold_end = "Result[0]"
worstHoldPathType = "reg -> reg"
holdPathStages = 1

[yosys]
synth_warnings = 1
yosys.area.top_type_share_pct = 50.3
netlist_area_sq_mm = 0.0381
ys_sh_simple_pct = 15.4
muxShareOfSynthArea_pct = 0.0262
edf_count = 0
ys_area_sq_mm = 0.0381
yosys-top-cells-area = "fa_1, inv_1, dfrtp_1"
yosysCellCount = 4077
adder_share_pct = 58.3
syn_area_per_cell_sq_um = 9.36
xor_area_share_pct = 1.40
yosysTopAreaCell = "fa_1"
yosys.stat.seqShare_pct = 8.40
ys_sh_aoi_pct = 3.93
ys.flops = 128
synth.logic.top_family = "adder cells"
post_synth_inst_count = 4077
ys_async_sr_fraction_pct = 100
ff_type = "dfrtp_1"
synth.distinct_cells = 74

[global_routing]
grt_pass1_vias = 29500
groute.usage.overall_pct = 30.0
grt_max_degree = 48
grt_overflow = 0
grt_first_pass_wirelength_mm = 164
antenna_found_initial = 0

[detailed_routing]
dr.pass1.iters = 5
drt_wl_total_mm = 98.3
avgRoutedWirePerCell_um = 19.2
drc_errors = 0
ant_nets = 0
vias_per_cell = 5.10
first_iter_violations = 1028
vias = 26200

[flow_run]
max_cap_violations = 0
tool_warnings = 25

[timing]
rsz0062_at_grt = "no"
min_period_ns = 12.43
setup_viol = 0
fin_skew_ns = 0.0251
max_freq_ghz = 0.0805
tightestPinTransition_ns = 0.745
tns_ns = 0
period_used_pct = 55.5
hold_violations = 0
relSlewSlack_pct = 49.8
drv_slew = 0

[placed_design]
place_inst = 5093
port_buffers = 193
hpwlAfterDp_mm = 79.6
place_congestion = 0.955

[outcome]
outcome = "complete, no violations"
[Yosys cell counts (3+ instances only)]
cell type	instances
xnor2_1	39
xor2_1	22
and3_1	5
inv_1	1051
nand3_1	16
a21oi_1	83
and4_1	3
a21o_1	30
o21a_1	3
nand2b_1	4
nor2b_1	4
clkbuf_1	200
fa_1	959
o21bai_1	15
nand4_1	15
o21ai_0	35
o31ai_1	3
or3_1	4
buf_2	5
nor2_1	36
a31oi_1	7
and2_1	464
a211oi_1	4
nand2_1	620
nor3_1	10
nor3b_1	3
ha_1	243
clkbuf_2	4
dfrtp_1	128
o21ai_1	4
[kinds of logic after synthesis]
logic type                 Yosys count
buffers and inverters             1265
adders and majority gates         1202
and+or+nand+nor                   1197
AOI/OAI and AO/OA                  223
DFF                                128
xor gates and xnor gates            61
muxes                                1
[registers in the layout (all words and copies together) (netlist names)]
| signal | count |
|---|---|
| Result | 64 |
| OP_Down | 32 |
| OP_Right | 32 |
[routing by layer]
| metal | vias up | share of wire, % | GRT usage [%] |
|---|---|---|---|
| li1 | 11800 | - | - |
| met2 | 1092 | 42 | 40.8 |
| met1 | 13200 | 43 | 46.8 |
| met5 | - | 0.036 | 0.375 |
| met4 | 2 | 1.4 | 3.30 |
| met3 | 81 | 13 | 16.6 |
[cells in the final DEF (no fill, tap or decap), types with 3 or more instances in the layout]
cell type / Yosys / routed
and2_1: 464 / 464
a21oi_1: 83 / 83
nor3b_1: 3 / 3
nor3_1: 10 / 10
nand4_1: 15 / 15
a211oi_1: 4 / 4
o21bai_1: 15 / 15
clkdlybuf4s50_1: 0 / 193
and3_1: 5 / 5
nand2b_1: 4 / 4
dfrtp_1: 128 / 128
o31ai_1: 3 / 3
nor2_1: 36 / 36
a21o_1: 30 / 30
and4_1: 3 / 3
a31oi_1: 7 / 7
buf_4: 2 / 68
inv_1: 1051 / 1050
xnor2_1: 39 / 39
clkbuf_16: 0 / 17
nand3_1: 16 / 16
nor2b_1: 4 / 4
inv_6: 0 / 5
ha_1: 243 / 243
o21ai_0: 35 / 35
o21a_1: 3 / 3
or3_1: 4 / 4
fa_1: 959 / 959
o21ai_1: 4 / 4
xor2_1: 22 / 22
clkinvlp_4: 0 / 5
nand2_1: 620 / 620
[how the worst max path moves through the flow]
stage | start | end | cells past startpoint
after CTS | IP_Up[7] | Result[62] | 26
after global routing | IP_Up[7] | Result[58] | 26
final | IP_Left[0] | Result[62] | 24
[worst max-delay path, stage by stage]
cell and delay [ns]:
clkdlybuf4s50_1 0.45, buf_4 0.39, nand2_1 0.14, fa_1 0.51
fa_1 0.57, fa_1 0.49, fa_1 0.59, inv_1 0.06
fa_1 0.48, fa_1 0.52, fa_1 0.57, inv_1 0.09
fa_1 0.51, inv_1 0.05, ha_1 0.41, and3_1 0.22
and4_2 0.24, nor3b_2 0.31, nand3_1 0.19, a311oi_1 0.56
a31oi_2 0.22, a211oi_1 0.36, o21ai_0 0.19, xnor2_1 0.16
[cell type report]
cell class / instances / area share (%)
multi-input combinational: 2684 / 72.6
inverter: 1051 / 9.51
sequential: 128 / 7.71
clock inverter: 14 / 0.319
antenna: 1 / 0.00603
tap: 969 / 2.92
clock buffer: 18 / 1.03
timing repair buffer: 261 / 5.88
[stage by stage]
stage | hold slack (ns) | setup WS, ns | utilization (%) | area [sq um]
after floorplan | 0.456 | 11.20 | - | 38100
after global placement | 0.491 | 9.44 | 54.7 | 41000
after detailed placement | 0.494 | 9.54 | 54.7 | 41000
after CTS | 0.523 | 10.01 | 55.4 | 41500
after global routing | 0.564 | 9.63 | 55.4 | 41500
final | 0.513 | 9.97 | 55.4 | 41500
